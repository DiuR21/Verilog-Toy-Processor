File: /design/flow/constraint.sdc
current_design cpu

set clk_period 1.9
set clk_io_pct 0.2

create_clock -name clk0 -period $clk_period [get_ports {clk}]

set non_clock_inputs [all_inputs -no_clocks]
set_input_delay [expr $clk_period * $clk_io_pct] -clock clk0 $non_clock_inputs
set_output_delay [expr $clk_period * $clk_io_pct] -clock clk0 [all_outputs]
File: /design/flow/config.mk
export PLATFORM = sky130hd
export DESIGN_NAME = cpu
export DESIGN_NICKNAME = cpu
export VERILOG_FILES = /design/flow/design.v
export SDC_FILE = /design/flow/constraint.sdc
export NUM_CORES = 4
export LEC_CHECK = 1
export CORE_AREA = 10 10 80 80
export DIE_AREA = 0 0 90 90
File: /design/flow/design.v
module accum(
              input clk,
              input ena,
              input rst,
              input[7:0] data,
              output reg[7:0] accum);
  always@(posedge clk)
    begin
      if(rst)
        accum <= 8'b0000_0000;
      else
        if(ena)
          accum <= data;
    end
endmodule
module adr(
            input fetch,
            input[12:0] ir_addr,
            input[12:0] pc_addr,
            output[12:0] addr);
  assign addr = fetch ? pc_addr : ir_addr;
endmodule
`timescale 1ns/1ns
module alu(
            input clk,
            input alu_ena,
            input [2:0] opcode,
            input [7:0] data,
            input [7:0] accum,
            output reg[7:0] alu_out,
            output zero);
  parameter HLT = 3'b000,
  			SKZ = 3'b001,
  			ADD = 3'b010,
  			ANDD = 3'b011,
  			XORR = 3'b100,
  			LDA = 3'b101,
  			STO = 3'b110,
  			JMP = 3'b111;
  assign zero = !accum;
  always@(posedge clk)
    if( alu_ena )
      begin
        casex(opcode)
          HLT: alu_out <= accum;  
          SKZ: alu_out <= accum;  
          ADD: alu_out <= data + accum;  
          ANDD: alu_out <= data & accum;  
          XORR: alu_out <= data^accum;  
          LDA: alu_out <= data;  
          STO: alu_out <= accum;  
          JMP: alu_out <= accum;  
          default: alu_out <= 8'bxxxx_xxxx;
        endcase
      end
endmodule
`timescale 1ns/1ns
module clk_gen(
                input clk,
                input rst,
                output reg fetch);
  always@ (posedge clk)
  begin
    if(rst)
      fetch <= 0;
  else
      fetch <= 1;
  end
endmodule
module counter(
                input clk,
                input load,
                input rst,
                input[12:0] ir_addr,
                output reg[12:0] pc_addr);
  always @(posedge clk or posedge rst)
    begin
      if(rst)
        pc_addr <= 13'b0_0000_0000_0000;
      else
        if(load)
          pc_addr <= ir_addr;
	    else
          pc_addr <= pc_addr + 1;
    end
endmodule
`timescale 1ns/1ns
module cpu(
            input clk,
            input rst,
            output rd,
            output wr,
            output halt,
            output fetch,
            output [2:0] opcode,
            output[12:0] addr,
            output[12:0] ir_addr,
            output[12:0] pc_addr,
            inout[7:0] data);
wire[7:0] alu_out, accum;
wire zero, inc_pc, load_acc, load_pc, load_ir, data_ena, contr_ena, addr_sel;
clk_gen m_clk_gen(.clk(clk),
                  .rst(rst),
                  .fetch(fetch)
                  );
register m_register(.clk(clk), 
                    .ena(load_ir), 
                    .rst(rst), 
                    .data(data), 
                    .opc_iraddr({opcode,ir_addr})
                    );
accum m_accum(.clk(clk), 
              .ena(load_acc), 
              .rst(rst), 
              .data(alu_out), 
              .accum(accum)
              );
alu m_alu(.clk, 
          .alu_ena(alu_ena), 
          .opcode(opcode), 
          .data(data), 
          .accum(accum),
          .alu_out(alu_out),
          .zero(zero)
          );
machinectl m_machinectl(.clk(clk),
                        .fetch(fetch),
                        .rst(rst),
                        .ena(contr_ena)
                        );
machine m_machine(.clk(clk),
                  .zero(zero),
                  .ena(contr_ena),
                  .opcode(opcode),
                  .inc_pc(inc_pc),
                  .load_acc(load_acc),
                  .load_pc(load_pc),
                  .rd(rd),
                  .wr(wr),
                  .load_ir(load_ir),
                  .datactl_ena(data_ena),
                  .halt(halt),
                  .alu_ena(alu_ena),
                  .add_sel(addr_sel)
                  );
datactl m_datactl(.data_ena(data_ena),
                  .in(alu_out),
                  .data(data));
adr m_adr(.fetch(addr_sel),
          .ir_addr(ir_addr),
          .pc_addr(pc_addr),
          .addr(addr));
counter m_counter(.clk(inc_pc),
                  .rst(rst),
                  .ir_addr(ir_addr),
                  .load(load_pc),
                  .pc_addr(pc_addr));
endmodule
module datactl(
                input data_ena,
                input [7:0] in,
                output [7:0] data);
  assign data = (data_ena) ? in : 8'bzzzz_zzzz;
endmodule
`timescale 1ns/1ns
module machine(
	input clk,
	input zero,
	input ena,
	input [2:0] opcode,
	output reg inc_pc,
	output reg load_acc,
	output reg load_pc,
	output reg rd,
	output reg wr,
	output reg load_ir,
	output reg datactl_ena,
	output reg halt,
	output reg alu_ena,
	output reg add_sel
);
  reg[2:0] state;
  reg[2:0] n_state;
  parameter HLT = 3'b000,
  			SKZ = 3'b001,
  			ADD = 3'b010,
  			ANDD = 3'b011,
  			XORR = 3'b100,
  			LDA = 3'b101,
  			STO = 3'b110,
  			JMP = 3'b111;
	always@(posedge clk)
	begin
		state <= n_state;
	end
	always@(posedge clk)
	begin
		if(ena != 1)
			begin
				state <= 3'b000;
				alu_ena <= 1'b0;
				add_sel <= 1'b0;
				{inc_pc,load_acc,load_pc,rd} <= 4'b0000;
				{wr,load_ir,datactl_ena,halt} <= 4'b0000;
			end
		else
			casex(state)
			3'b000:
				begin
					{inc_pc, load_acc, load_pc, rd}  <= 4'b0001;
					{wr, load_ir, datactl_ena, halt} <= 4'b0100;
					alu_ena <= 1'b0;
					add_sel <= 1;
					n_state <= 3'b001;
				end
			3'b001:
				begin
					{inc_pc, load_acc, load_pc, rd}  <= 4'b1001;
					{wr, load_ir, datactl_ena, halt} <= 4'b0100;
					add_sel <= 1;
					alu_ena <= 1'b0;
					state <= 3'b010;
				end
			3'b010:
			begin
				{inc_pc, load_acc, load_pc, rd}  <= 4'b0000;
				{wr, load_ir, datactl_ena, halt} <= 4'b0000;
				alu_ena <= 1'b0;
				state <= 3'b011;
			end
			3'b011:
			begin
				if(opcode == HLT)
				begin
					{inc_pc, load_acc, load_pc, rd}  <= 4'b1000;
					{wr, load_ir, datactl_ena, halt} <= 4'b0001;
					alu_ena <= 1'b0;
				end
				else
				begin
					{inc_pc, load_acc, load_pc, rd}  <= 4'b1000;
					{wr, load_ir, datactl_ena, halt} <= 4'b0000;
					alu_ena <= 1'b0;
				end
			state <= 3'b100;
			end
			3'b100:
			begin
				if(opcode == JMP)
				begin
					{inc_pc, load_acc, load_pc, rd}  <= 4'b0010;
					{wr, load_ir, datactl_ena, halt} <= 4'b0000;
					add_sel <= 1'b0;
					alu_ena <= 1'b0;
				end
				else if(opcode == ADD || opcode == ANDD || opcode == XORR || opcode == LDA)
				begin
					{inc_pc, load_acc, load_pc, rd}  <= 4'b0001;
					{wr, load_ir, datactl_ena, halt} <= 4'b0000;
					add_sel <= 1'b0;
					alu_ena <= 1'b0;
				end
				else if(opcode == STO)
				begin
					{inc_pc, load_acc, load_pc, rd}  <= 4'b0000;
					{wr, load_ir, datactl_ena, halt} <= 4'b0010;
					add_sel <= 1'b0;
					alu_ena <= 1'b0;
				end
				else
				begin
					{inc_pc, load_acc, load_pc, rd}  <= 4'b0000;
					{wr, load_ir, datactl_ena, halt} <= 4'b0000;
					alu_ena <= 1'b0;
				end
				state <= 3'b101;
			end
			3'b101:	 
			begin
				if(opcode == ADD || opcode == ANDD || opcode == XORR || opcode == LDA)
				begin
					{inc_pc, load_acc, load_pc, rd}  <= 4'b0001;
					{wr, load_ir, datactl_ena, halt} <= 4'b0000;
					add_sel <= 1'b0;
					alu_ena <= 1'b1;
				end
				else if(opcode == SKZ && zero == 1)
				begin
					{inc_pc, load_acc, load_pc, rd}  <= 4'b1000;
					{wr, load_ir, datactl_ena, halt} <= 4'b0000;
					add_sel <= 1'b0;
					alu_ena <= 1'b1;
				end
				else if(opcode == JMP)
				begin
					{inc_pc, load_acc, load_pc, rd}  <= 4'b1010;
					{wr, load_ir, datactl_ena, halt} <= 4'b0000;
					add_sel <= 1'b0;
					alu_ena <= 1'b1;
				end
				else if(opcode == STO)
				begin
					{inc_pc, load_acc, load_pc, rd}  <= 4'b0000;
					{wr, load_ir, datactl_ena, halt} <= 4'b1010;
					add_sel <= 1'b0;
					alu_ena <= 1'b1;
				end
				else
				begin
					{inc_pc, load_acc, load_pc, rd}  <= 4'b0000;
					{wr, load_ir, datactl_ena, halt} <= 4'b0000;
					alu_ena <= 1'b1;
				end
				state <= 3'b110;
			end
			3'b110:
			begin
				if(opcode == STO)
				begin
					{inc_pc, load_acc, load_pc, rd}  <= 4'b0000;
					{wr, load_ir, datactl_ena, halt} <= 4'b0010;
					add_sel <= 1'b0;
					alu_ena <= 1'b0;
				end
				else if(opcode == ADD || opcode == ANDD || opcode == XORR || opcode == LDA)
				begin
					{inc_pc, load_acc, load_pc, rd}  <= 4'b0101;
					{wr, load_ir, datactl_ena, halt} <= 4'b0000;
					add_sel <= 1'b0;
					alu_ena <= 1'b0;
				end
				else
				begin
					{inc_pc, load_acc, load_pc, rd}  <= 4'b0000;
					{wr, load_ir, datactl_ena, halt} <= 4'b0000;
					alu_ena <= 1'b0;
				end
				state <= 3'b111;
			end
			3'b111:
			begin
				if(opcode == SKZ && zero == 1)
				begin
					{inc_pc, load_acc, load_pc, rd}  <= 4'b1000;
					{wr, load_ir, datactl_ena, halt} <= 4'b0000;
					alu_ena <= 1'b0;
				end
				else
				begin
					{inc_pc, load_acc, load_pc, rd}  <= 4'b0000;
					{wr, load_ir, datactl_ena, halt} <= 4'b0000;
					alu_ena <= 1'b0;
				end
				state <= 3'b000;
			end
			default:
			begin
				{inc_pc, load_acc, load_pc, rd}  <= 4'b0000;
				{wr, load_ir, datactl_ena, halt} <= 4'b0000;
				alu_ena <= 1'b0;
			end
		endcase
		end
endmodule
`timescale 1ns/1ns
module machinectl(
                    input clk,
                    input fetch,
                    input rst,
                    output reg ena); 
always@(posedge clk)
  begin
    if(rst)
      begin
         ena <= 0;
     end
    else
      if(fetch)
        begin
          ena <= 1;
        end
    end
endmodule
`timescale 1ns/1ns
module register(
                input clk,
                input ena,
                input rst,
                input [7:0] data,
                output reg[15:0] opc_iraddr);
  reg state;
  always@ (posedge clk)
    begin
      if(rst)
        begin
          opc_iraddr <= 16'b0000_0000_0000_0000;
          state <= 1'b0;
        end
      else
        if(ena)
          begin
            casex(state)
              1'b0:
                begin
                  opc_iraddr[15:8] <= data;
                  state <= 1;
                end
              1'b1:
                begin
                  opc_iraddr[7:0] <= data;
                  state <= 0;
                end
              default:
                begin
                  opc_iraddr[15:0] <= 16'bxxxx_xxxx_xxxx_xxxx;
                  state <= 1'bx;
                end
            endcase
          end
      else
        state <= 1'b0;
    end
endmodule
File: /design/flow/run.sh
#!/bin/bash
# OpenROAD 26Q1-2900-gdf79404cd8, Yosys 0.63+post, stock flow scripts
make -C /OpenROAD-flow-scripts/flow DESIGN_CONFIG=/design/flow/config.mk WORK_HOME=/design/flow/orfs finish
==> flow_metrics.env <==
# implementation run metrics
export IMPL_synth_cell_type_count=21
export IMPL_grt_pass1_vias=814
export IMPL_cp_max_fo=17
export IMPL_cp_slowest_cell="clkdlybuf4s50_1"
export IMPL_edf_count=0
export IMPL_ios=56
export IMPL_die_h_um=90
export IMPL_crit_path_cell_trace="buf_4, nand2_1, nand2_1, clkdlybuf4s50_1"
export IMPL_syn_area_um2=1040
export IMPL_syn_to_final_growth_pct=44.6
export IMPL_die_w_um=90
export IMPL_worstHoldPathType="reg2reg"
export IMPL_fmax_mhz=566
export IMPL_cts_tree="done"
export IMPL_remaining_drc_errors=0
export IMPL_combinationalPowerShare=0.114
export IMPL_dr_pass1_iters=4
export IMPL_untimed_endpoints=26
export IMPL_drv_cap=0
export IMPL_crit_family="buffers and inverters"
export IMPL_power_internal_w=0.000306
export IMPL_cts_root_buf="clkbuf_8"
export IMPL_status="finished clean"
export IMPL_timing_critical_path_buf_inv=2
export IMPL_unclocked_pins=13
export IMPL_postSynthCellCount=114
export IMPL_p_leak_nw=0.710
export IMPL_antenna_left=0
export IMPL_drt_iter0_drc=22
export IMPL_cp_start_kind="flip-flop"
export IMPL_warnings=25
export IMPL_finalCriticalPeriod_ns=1.77
export IMPL_synth_async_reset_ratio=0.684
export IMPL_clock_latency_ns=0.22
export IMPL_antenna_cells=0
export IMPL_critPathCaptureType="output port"
export IMPL_clkTransAtPathRegs_ns=0.03
export IMPL_yosys_stat_area_um2=1040
export IMPL_rows=25
export IMPL_setup_worst_path_start="m_machine.rd"
export IMPL_seq_power_share=0.401
export IMPL_power_ir_vdd_worst_v=0.000151
export IMPL_cts_buffers=3
export IMPL_fp_util=0.221
export IMPL_chipArea_um2=8100
export IMPL_grt_pass1_wl_um=3950
export IMPL_gr_total_overflow=0
export IMPL_top_area_frac=0.312
export IMPL_cp_common_cell="nand2_1"
export IMPL_clkPwrFrac=0.485
export IMPL_rsz0062_at_grt="no"
export IMPL_antenna_found_initial=0
export IMPL_drv_slew=0
export IMPL_clock_skew_ns=0.00124
export IMPL_ff_type="dfrtp_1"
export IMPL_setup_violations=0
export IMPL_common_cells="nand2_1 (31), buf_4 (24), dfrtp_1 (13)"
export IMPL_via_count=766
export IMPL_synth_most_common_cell="nand2_1"
export IMPL_gp_congestion=0.756
export IMPL_core_region_area_um2=4720
export IMPL_worstReg2RegStart="m_machine.rd"
export IMPL_critPathMaxStageDelay_ns=0.47
export IMPL_dp_cells=213
export IMPL_hp_start="m_machinectl.ena"
export IMPL_power_share_switching=0.196
export IMPL_setup_tns_final_ns=0
export IMPL_synth_flops=19
export IMPL_via_per_inst=3.55
export IMPL_yosys_area_top_type="dfrtp_1"
export IMPL_ys_cells=114
export IMPL_critPathRequiredTime_ns=1.52
export IMPL_hpwl_um=2100
export IMPL_finalHoldViolCount=0
export IMPL_port_buffers=45
export IMPL_grtUsageTotal=0.0572
export IMPL_drt_total_wl_um=2490
export IMPL_p_switching_w=0.0000746
export IMPL_drive_gt1_frac=0.101
export IMPL_critPathKind="reg2out"
export IMPL_period_used=0.930
export IMPL_ys_seq_frac=0.427
export IMPL_htree_num_levels=1
export IMPL_wl_per_cell_um=11.5
export IMPL_cellPowerDensity_nw_per_um2=252
export IMPL_stdcell_count=216
export IMPL_yosys_warnings=15
export IMPL_cp_arrival_ns=1.39
export IMPL_cts_buffer_depth=2
export IMPL_synth_area_top_cells="dfrtp_1 (31%), buf_4 (17%), dfxtp_1 (12%)"
export IMPL_syn_area_per_cell_um2=9.15
export IMPL_grt_max_degree=18
sequential cells by signal, indices dropped and copies added (netlist names):
signal                 flops
m_register.opc_iraddr      2
m_counter.pc_addr         13
m_machine.rd               1
m_register.state           1
m_machinectl.ena           1
m_clk_gen.fetch            1
cells in the final DEF, fill, tap and decap left out, types with 2 or more instances in the layout:
cell type / count
conb_1: 10
clkbuf_8: 3
nand2_1: 31
clkdlybuf4s50_1: 45
buf_4: 5
nor3_2: 2
dfrtp_1: 13
dfxtp_1: 6
inv_1: 3
xor2_1: 6
xnor2_1: 5
nand3_1: 2
nand4_1: 2
nor2_1: 5
and3_1: 2
metrics by stage:
step	worst slack [ns]	cell area (um^2)	power (W)	hold slack [ns]	util
after global routing	0.0394	1510	0.000404	0.365	0.319
after detailed placement	0.277	1460	0.000199	0.355	0.309
after CTS	0.0403	1500	0.000388	0.358	0.317
after global placement	0.283	1460	0.000199	0.353	0.309
final	0.133	1510	0.000381	0.352	0.319
after floorplan	0.429	1080	0.000187	0.331	-
area by class of cell:
type	count	area (um^2)
multi-input cells	74	439
clock buffers	3	41.3
fillers	495	3210
well taps	67	83.8
flip-flops and latches	19	445
inverters	3	11.3
repair buffers	50	488
path summary, 6_finish.rpt:
check,end,slack [ns],cells past startpoint
hold / removal,m_machine.rd,0.35,0
setup reg to reg,m_register.opc_iraddr[8],1.01,3
setup / recovery,addr[2],0.13,4
hold reg to reg,m_machine.rd,0.35,0
power groups by stage:
stage	Sequential (W)	Clock, W	Combinational, W
CTS	0.000153	0.000191	0.0000446
global route	0.000153	0.000200	0.0000501
finish	0.000153	0.000185	0.0000434
layer usage:
layer	share of wire	GRT usage	vias up
met4	0.011	0.0119	0
met5	0	0	-
met2	0.42	0.0860	44
met1	0.47	0.0773	322
met3	0.099	0.0210	2
li1	-	-	398
logic make-up (layout without fill, tap and decap cells):
| logic type | after synthesis | in the layout | synth area share |
|---|---|---|---|
| fa+ha+maj | 1 | 1 | 0.0120 |
| other cells | 1 | 10 | 0.00359 |
| flops | 19 | 19 | 0.427 |
| buf+inv | 30 | 56 | 0.194 |
| xor+xnor | 11 | 11 | 0.0923 |
| simple gates | 52 | 52 | 0.271 |
what timing repair did:
action,in CTS,in global routing
endpoints found under the setup margin,0,6
resized,0,3
buffers inserted,0,0
hold buffers,0,0
Power and IR drop assume default switching activity.
