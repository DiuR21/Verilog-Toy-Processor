<file path="design/flow/design.v">
module ram( input[9:0] addr,
            input rd,
            input wr,
            input ena,
            inout[7:0] data);
  reg[7:0] ram[10'h3ff:0];
  assign data = ( rd && ena ) ? ram[addr] : 8'hzz;
  always@ (posedge wr)
  begin
    ram[addr] <=  data;
  end          
endmodule
</file>
<file path="design/flow/constraint.sdc">
current_design ram

set clk_period 86.3
set clk_io_pct 0.2

create_clock -name clk0 -period $clk_period [get_ports {wr}]

set non_clock_inputs [all_inputs -no_clocks]
set_input_delay [expr $clk_period * $clk_io_pct] -clock clk0 $non_clock_inputs
set_output_delay [expr $clk_period * $clk_io_pct] -clock clk0 [all_outputs]
</file>
<file path="design/flow/config.mk">
export PLATFORM = sky130hd
export DESIGN_NAME = ram
export DESIGN_NICKNAME = ram
export VERILOG_FILES = /design/flow/design.v
export SDC_FILE = /design/flow/constraint.sdc
export NUM_CORES = 4
export LEC_CHECK = 1
export CORE_UTILIZATION = 30
export SYNTH_MEMORY_MAX_BITS = 65536
</file>
<file path="design/flow/run.sh">
#!/bin/bash
# OpenROAD 26Q1-2900-gdf79404cd8, Yosys 0.63+post, stock flow scripts
make -C /OpenROAD-flow-scripts/flow DESIGN_CONFIG=/design/flow/config.mk WORK_HOME=/design/flow/orfs finish
</file>
==> notes.md <==
Results of the run.

The failing step is 4_1_cts. The first error in the log reads "[error] [KeplerFormal.cpp:679] Workflow failed: Iso has multiple drivers: .data4, place1272.X0". The most used flip-flop cell is sky130_fd_sc_hd__edfxtp_1. The gate count of the mapped netlist is 16820. The core utilization at floorplan is 0.3007. According to the floorplan log, the row count is 377. The biggest area contributor in the post-synthesis netlist is sky130_fd_sc_hd__edfxtp_1. The H-tree was split into 6 levels. In the synthesized netlist the async set-or-reset flop fraction comes to 0. The synthesis stat section lists a flop and latch total of 8192.

The congestion estimate from routability-driven global placement came to 0.8962. Counting flops with a built-in enable in the synthesized netlist gives 8192. The die is 1029 um wide. The final HPWL from detailed placement is 537000 um.

The cell resize tally after clock tree synthesis is 0. The number of primary I/O pins is 21. Per the OpenROAD floorplan log, the height of the die is 1029 um. The most numerous cell in the Yosys netlist is sky130_fd_sc_hd__edfxtp_1. The count of distinct cell types in the synthesized netlist is 63. The post-cts hold buffer count is 0. In this run the cell area of the synthesized design comes to 0.3166 sq mm. TritonCTS reports the number of clock sinks as 8192. The synthesized netlist was found by Yosys to have 16820 cells. The area fraction of the largest cell type after synthesis is 0.7771. The TritonCTS buffer count is 788. The average footprint of a synthesized cell is 18.83 sq um.

Counting along the longest clock path gives a buffer depth of 4. The flow did not finish. Counting instances in the post-synthesis netlist gives the leading cell types as sky130_fd_sc_hd__edfxtp_1, sky130_fd_sc_hd__mux2i_1, sky130_fd_sc_hd__nor2_1, sky130_fd_sc_hd__o22ai_1, sky130_fd_sc_hd__mux4_2.

The port buffer count is 10. Counting the warning lines in the Yosys log gives 2. Summing all placed instances gives a cell area of 0.3348 sq mm. The number of buffers inserted to repair setup after CTS is 0. In the synthesis report, Yosys lists the chip area as 0.3166 sq mm. The clock root buffer master is sky130_fd_sc_hd__clkbuf_16.

Yosys attributes the largest share of cell area to sky130_fd_sc_hd__edfxtp_1, sky130_fd_sc_hd__mux2i_1, sky130_fd_sc_hd__mux4_2. The share of the Yosys chip area taken by registers is 0.7771.
## stage by stage
stage | utilization | setup slack [ps] | total power, W | cells
after floorplan | - | 34570 | 0.005182 | 16820
after global placement | 0.3180 | 43700 | 0.005264 | 30380
after detailed placement | 0.3180 | 43680 | 0.005251 | 30380
## cell families after synthesis
logic type	after synthesis	synth area share
buffers and inverters	1097	0.01582
AND/OR/NAND/NOR	2253	0.03039
AND-OR/OR-AND	1757	0.03671
flip-flops	8192	0.7771
multiplexers	3516	0.1400
Power figures rest on the tool's default switching activity, not on a simulated workload.
